===== ./design.v =====
module module_top #(parameter BUS_WIDTH=8)(
    input clock,
    input reset,
    input wire select,
    input [7:0] n,
    input En_reg1,
    input En_reg2,
    input En_Count,
    input En_N,
    output wire [BUS_WIDTH-1:0] Y_M1,
    output wire [BUS_WIDTH-1:0] Y_M2,
    output wire [BUS_WIDTH-1:0] Y_M3,
    output wire [BUS_WIDTH-1:0] S_S1,
    output wire [BUS_WIDTH-1:0] S_S2,
    output wire Stop,
    output reg [7:0] fibonacci
);
    parameter const1 = 8'b00000001,
        const0 = 8'b00000000;
    reg [BUS_WIDTH - 1:0] reg1;
    reg [BUS_WIDTH - 1:0] reg2;
    reg [BUS_WIDTH - 1:0] regn;
    reg [BUS_WIDTH - 1:0] reg_count_to_n;
    wire [BUS_WIDTH - 1:0] saida_mux1;
    wire [BUS_WIDTH - 1:0] saida_mux2;
    wire [BUS_WIDTH - 1:0] saida_mux3;
    wire [BUS_WIDTH - 1:0] saida_somador1;
    wire [BUS_WIDTH - 1:0] saida_somador2;
    somador #(BUS_WIDTH) sumFibon (
        .A(reg1),
        .B(reg2),
        .S(saida_somador1)
    );
    somador #(BUS_WIDTH) sumCount (
        .A(const1),
        .B(reg_count_to_n),
        .S(saida_somador2)
    );
    mux2to1 #(BUS_WIDTH) multipl1 (
        .A(const0),
        .B(reg2),
        .Select(select),
        .Y(saida_mux1)
    );
    mux2to1 #(BUS_WIDTH) multipl2 (
        .A(const1),
        .B(saida_somador1),
        .Select(select),
        .Y(saida_mux2)
    );
    mux2to1 #(BUS_WIDTH) multipl3 (
        .A(const1),
        .B(saida_somador2),
        .Select(select),
        .Y(saida_mux3)
    );
    comparador #(BUS_WIDTH) comparad (
        .A(reg_count_to_n),
        .B(regn),
        .S(Stop)
    );
    assign Y_M1 = saida_mux1;
    assign Y_M2 = saida_mux2;
    assign Y_M3 = saida_mux3;
    assign S_S1 = saida_somador1;
    assign S_S2 = saida_somador2;
    always @(posedge clock) begin
        if (reset) begin
            reg1 <= const1;
            reg2 <= const0;
            regn <= n;
            reg_count_to_n <= const1;
            fibonacci <= const0;
        end
        else
            begin
                if(En_N)
                    begin
                        regn <= n;
                    end
                if(En_reg1 && En_reg2 && !Stop)
                    begin
                        reg1 <= saida_mux1;
                        reg2 <= saida_mux2;
                        fibonacci <= reg1;
                    end
                if(En_Count && !Stop)
                    begin
                        reg_count_to_n <= saida_mux3;
                    end
            end
    end
endmodule
module mux2to1 #(parameter BUS_WIDTH = 8)(
    input wire [BUS_WIDTH-1:0] A,
    input wire [BUS_WIDTH-1:0] B,
    input wire Select,
    output wire [BUS_WIDTH-1:0] Y
);
    assign Y = (Select) ? A : B;  
endmodule
module somador #(parameter BUS_WIDTH = 8)(
    input wire [BUS_WIDTH-1:0] A,
    input wire [BUS_WIDTH-1:0] B,
    output wire [BUS_WIDTH-1:0] S
);
    assign S = A + B;
endmodule
module comparador #(parameter BUS_WIDTH = 8)(
    input [7:0] A,
    input [7:0] B,
    output wire S
);
    assign S = (A == B);
endmodule

===== ./run.sh =====
#!/bin/bash
# OpenROAD 26Q1-2900-gdf79404cd8, Yosys 0.63+post, stock flow scripts
make -C /OpenROAD-flow-scripts/flow DESIGN_CONFIG=/design/flow/config.mk WORK_HOME=/design/flow/orfs finish

===== ./config.mk =====
export PLATFORM = sky130hd
export DESIGN_NAME = module_top
export DESIGN_NICKNAME = module_top
export VERILOG_FILES = /design/flow/design.v
export SDC_FILE = /design/flow/constraint.sdc
export NUM_CORES = 4
export LEC_CHECK = 1
export CORE_UTILIZATION = 40

===== ./constraint.sdc =====
current_design module_top

set clk_period 5.2
set clk_io_pct 0.2

create_clock -name clk0 -period $clk_period [get_ports {clock}]

set non_clock_inputs [all_inputs -no_clocks]
set_input_delay [expr $clk_period * $clk_io_pct] -clock clk0 $non_clock_inputs
set_output_delay [expr $clk_period * $clk_io_pct] -clock clk0 [all_outputs]

==> GITHUB_STEP_SUMMARY <==
### Yosys + OpenROAD results

| Metric | Value |
|---|---|
| Status | `complete, no violations` |
| CTS clk-pin slew, worst paths | `80 ps` |
| Port Buf Inserts | `63` |
| Placed cell areas | `roughly 3000 µm²` |
| Setup ws final | `1260 ps` |
| Pwr Density | `~200 nW/µm²` |
| Max-cap violations | `0` |
| Crit path buf inv count | `3` |
| CTS root buffer | `clkbuf_8` |
| GRT Residual Overflow | `0` |
| Yosys Chip Area | `2330 µm²` |
| Flip-flops with a built-in enable | `8` |
| Max stage delay cell, worst path | `clkdlybuf4s50_1` |
| Worst path required time | `~4200 ps` |
| FF-to-FF Start | `reg1[0]` |
| VDD IR max | `between 0.1 and 0.15 mV` |
| Crit end category | `output pin` |
| Yosys top cell area share | `0.275` |
| Multiplexer share | `0.120` |
| Vias/cell | `5.04` |
| Drt total wl | `5470 µm` |
| Final setup vio count | `0` |
| CP top delay family | `buffers and inverters` |
| Hold EP | `fibonacci[3]` |
| Initial antenna violation count | `0` |
| Min-delay worst type | `flop to flop` |
| Largest net degree at the start of global routing | `46` |
| Worst Path Arrival | `2900 ps` |
| Worst setup SP type | `primary input` |
| Final ANT Viol Nets | `0` |
| RSZ-0062 raised after global routing | `false` |
| Clock Sinks | `40` |
| Worst R2R Path Depth | `6` |
| Slew margin rel. | `0.514` |
| Final Cell Area | `3080 µm²` |
| H-Tree Depth | `2` |
| Area grow syn2layout | `32.5%` |
| Ao+oa area frac | `0.108` |
| Ant. Diodes | `0` |
| Async set-reset flop share out of synthesis | `0` |
| Tool Warnings | `25` |
| Xor/xnor share | `0.0602` |
| Worst-path fanout max | `26` |
| TNS Setup | `0 ps` |
| Clock latency at the later pin of the worst-skew pair | `around 290 ps` |
| # rows | `27` |
| Setup Fix Bufs, Post-CTS | `0` |
| Period utilization | `0.757` |
| DRT iter0 DRCs | `68` |
| Synth area leader | `dfxtp_1` |
| Worst-margin pin slew | `about 730 ps` |
| Top comb family, area | `simple AND/OR/NAND/NOR gates` |
| R2R Setup Slk | `2960 ps` |
| Max-slew violation count | `0` |
| Vias in the first global route | `1830` |
| Commonest flop | `dfxtp_1` |
| Clk_skew | `5.19 ps` |
| Final GP Congestion | `approximately 0.86` |
| Chip area | `6130 µm²` |
| Worst r2r dst | `reg2[6]` |
| Synth flops | `approximately 40` |
| Hold Buf Count CTS | `0` |
| CP max stage delay | `530 ps` |
| CP Depth | `6` |
| First-pass GRT wire length | `8940 µm` |
| HPWL after DPL | `around 3800 µm` |
| CTS resizes | `0` |
| FA/HA/MAJ Cells, Area Fraction | `0.0516` |
| Seq/Total Area, Yosys | `0.378` |
| Yosys stat cell total | `254` |
| CTS tree | `yes` |
| Via count | `1939` |
| Syn_area_per_cell | `9.16 µm²` |
| Clock Path Buffers | `2` |
| Remaining DRCs | `0` |
| Synth cell count leaders | `47 x nand2_1, 32 x dfxtp_1, 28 x mux2i_1, 13 x nor2b_1, 11 x xor2_1` |
| Total GRT Usage | `0.191` |
| DR WL/cell | `14.2 µm` |
| Synth cell types | `around 46` |
| Top cells by area | `dfxtp_1 28%, mux2i_1 12%, edfxtp_1 10%, nand2_1 7.6%, ha_1 4.3%` |
| Fin Hold WS | `between 400 and 500 ps` |
| Top-count cell post-synth | `nand2_1` |
| Pleak | `between 1 and 1.5 nW` |
| Placeable Area | `5540 µm²` |
| Pre-Place Util | `0.420` |
| Syn. warnings | `1` |
| Worst hold start | `fibonacci[3]` |
| Total CTS buffers | `5` |
| DR pass1 iterations | `4` |
| Io pins | `roughly 64` |
| Fin crit period | `3940 ps` |
| Die H | `78.3 µm` |
| Most frequent CP cell | `clkdlybuf4s50_1` |
| Yosys simple share | `0.238` |
| Die Width | `78.3 µm` |
| CP Cell Sequence | `clkdlybuf4s50_1 -> buf_4 -> or3b_2 -> o311a_1 -> o311ai_1 -> clkdlybuf4s50_1` |
| Pre-CTS setup slack | `1250 ps` |
| Worst Setup Path Type | `primary input to output pin` |
| FMAX | `254 MHz` |
| Synthesized area | `approximately 2300 µm²` |
| Layout cells sized above 1 | `0.0735` |
| Hold Crit Depth | `2` |
| Synth Instances | `254` |
| Endpoints failing hold | `0` |
-- report_power, final --
part           switching (mW)  internal, mW
combinational          0.0384        0.0402
clock                   0.107         0.106
sequential            0.00670         0.326
total                   0.152         0.472
-- cells in the final DEF, fill, tap and decap left out, types with 2 or more instances in the layout --
master	n
o21ai_0	6
ha_1	8
and2_1	9
inv_1	7
or3_1	4
edfxtp_1	8
nand2_1	47
nor2_1	8
xor2_1	11
a21oi_2	2
nand3_1	7
a211o_1	3
clkbuf_8	6
or4b_2	2
o211ai_1	2
nor4_4	2
nand4_1	2
clkinv_2	2
xnor2_1	5
nor2b_1	13
dfxtp_1	32
mux2i_1	28
or2_2	4
and3_1	2
a21oi_1	6
buf_4	2
o21bai_1	2
clkdlybuf4s50_1	63
a211oi_1	2
-- layer usage --
metal | track usage | part of all wire
met5 | 0 | 0
met3 | 0.0260 | 0.037
met2 | 0.269 | 0.41
met4 | 0.0204 | 0.010
met1 | 0.328 | 0.54
-- worst max path at each step --
stage / start / to / slack [ps]
4_1_cts: select / Y_M2[6] / 1250
5_1_grt: select / Y_M2[6] / 1160
6_report: select / Y_M2[6] / 1260
-- final cells by class --
class                   count  area (µm²)
fillers                   537        2460
inverters                   8        30.0
clock buffers               6        82.6
clock inverters             2        10.0
repair buffers             65         646
flip-flops and latches     40         881
multi-input cells         192        1350
well taps                  72        90.1
-- sequential cells by signal (all words and copies together), names as in the netlist --
register	count
regn	8
fibonacci	8
reg2	8
reg_count_to_n	8
reg1	8
-- metrics by stage --
stage	total power, mW	util	std cells
3_3_place_gp	0.418	0.540	377
5_1_grt	0.657	0.557	385
2_1_floorplan	0.381	-	254
4_1_cts	0.632	0.557	385
6_report	0.624	0.557	385
3_5_place_dp	0.418	0.540	377
-- cell families (layout without fill, tap and decap cells) --
| kind of cell | Yosys count | in the layout |
|---|---|---|
| AND/OR/NAND/NOR | 105 | 105 |
| flip-flops | 40 | 40 |
| AND-OR/OR-AND | 34 | 34 |
| multiplexers | 28 | 28 |
| buffers and inverters | 22 | 81 |
| XOR/XNOR | 16 | 16 |
| adder cells (fa/ha/maj) | 9 | 9 |
-- worst register-to-register path, stage by stage (launching register included) --
cell and delay, ps:
dfxtp_1 330, ha_1 240, fa_1 410, a211oi_1 430, or2_2 230, o311ai_1 140
a221o_1 350
Power and IR drop assume default switching activity.
